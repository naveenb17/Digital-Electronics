**flow/constraint.sdc**
```tcl
current_design alu

set clk_period 5.6
set clk_io_pct 0.2

create_clock -name clk0 -period $clk_period

set non_clock_inputs [all_inputs -no_clocks]
set_input_delay [expr $clk_period * $clk_io_pct] -clock clk0 $non_clock_inputs
set_output_delay [expr $clk_period * $clk_io_pct] -clock clk0 [all_outputs]
```
**flow/run.sh**
```bash
#!/bin/bash
# OpenROAD 26Q1-2900-gdf79404cd8, Yosys 0.63+post, stock flow scripts
make -C /OpenROAD-flow-scripts/flow DESIGN_CONFIG=/design/flow/config.mk WORK_HOME=/design/flow/orfs finish
```
**flow/design.v**
```verilog
`timescale 1ns / 1ps
module alu(
           a         ,   
           b         ,   
           select    ,   
           zero      ,   
           carry     ,   
           sign      ,   
           parity    ,   
           overflow  ,   
           out           
           )         ;
input [3:0]a, b                                 ;
input [1:0] select                              ;
output reg [3:0]out                             ;
output reg zero, carry, sign, parity, overflow  ;
always @ (a or b)
   begin
      case (select)
         0 : {carry, out} = a + b   ;
         1 : {carry, out} = a - b   ;
         2 : {carry, out} = a * b   ;
         3 : {carry, out} = a / b   ;
      endcase
      zero     =  ~|out                                              ;
      sign     =  out[3]                                             ;
      parity   =  ~^out                                              ;
      overflow =  (a[3] & b[3] & ~out[3]) | (~a[3] & ~b[3] & out[3]) ;
   end
endmodule
```
**flow/config.mk**
```make
export PLATFORM = sky130hd
export DESIGN_NAME = alu
export DESIGN_NICKNAME = alu
export VERILOG_FILES = /design/flow/design.v
export SDC_FILE = /design/flow/constraint.sdc
export NUM_CORES = 4
export LEC_CHECK = 1
export CORE_AREA = 10 10 77 77
export DIE_AREA = 0 0 87 87
```
==> impl_metrics.ini <==
; physical design summary
[outcome]
status = finished with violations
violations = negative setup slack

[logic_synthesis]
synth_top_area_share_pct = 27.9
synth_dominant_cell_count = ha_1
yosysWarnings = 1
ys_seq_share_pct = 0
syn_area_um2 = 1210
ys_cells = 164
ys_top_cells_by_count = ha_1 (27), inv_1 (21), nor2_1 (14), nand2_1 (13)
topCellsByArea = ha_1 (28%), fa_1 (6.6%), inv_1 (6.5%)
syn_avg_cell_area_um2 = 7.39
synthDistinctLibCells = 44
top_area_cell = ha_1
yosys-stat-area_um2 = 1210
synthCells = 164

[placed_design]
dp_hpwl_um = 2810
io_buffers = 19
finalWeightedCongestion = 0.820
placedCellCount = 270

[routing]
drc = 0
vias = 1327
first_iter_violations = 58
ant_nets = 0
wirelength_um = 3360
vias_per_cell = 4.71
drtPass1Iterations = 4
routed_wire_length_per_instance_um = 11.9
diodes = 0

[die]
rows = 24
die_h_um = 87
dieArea_um2 = 7570
die_width_um = 87
core_area_um2 = 4350
fp_util_pct = 27.8
io_pins = 19

[global_route]
grt_first_pass_wirelength_um = 5860
grt_max_degree = 17
globalRoute.totalOverflow = 0
antenna_found_initial = 0
grt_usage_pct = 9.12
grt_pass1_vias = 1246

[pwr]
ir_drop_mv = 0.0386
p_leak_uw = 0.00101
p_total_uw = 224
p_per_area_nw_per_um2 = 111

[worst_hold_path]
hp-class = in2out
hold_depth = 5

[final_timing]
fin_crit_ns = 7.29
min_period_over_period_pct = 130
max_slew.worst_pin.slew_ns = 0.313
hold_viol = 0
rsz0062_at_grt = true
max_slew_margin_pct = 78.9
setup_tns_ns = -5.72
setup_viol = 4
hold_slack_ns = 2.73
final_max_slew_viol_count = 0
fin_ws_ns = -1.69
fmax_ghz = 0.137

[layout]
n_sequential_cell = 0
final_util_pct = 46.4
flop_area_um2 = 0
nFillCells = 416
area_growth_pct = 66.9
instances_no_fill = 282
num-clock-buffers = 0
drive_gt1_share_pct = 42.2

[critical_path]
critPathKind = in2out
required_ns = 4.48
end_kind = output pin
worstPathMaxFanout = 6
critPathLaunchType = input port
crit_arrival_ns = 6.17

[run]
openroad.warnings = 39
drv.max_cap_violation_count = 0

[clocking]
holdBufCountCts = 0
==> stage by stage <==
step                setup WS [ns]  instance area, µm²
floorplan                   -1.31                1320
finish                      -1.69                2020
detailed placement          -2.58                1850
global route                -2.07                2020
global placement            -2.53                1850
CTS                         -1.83                1930
==> worst paths after layout <==
kind / startpoint / to / slack, ns
worst max-delay path: a[2] / parity / -1.69
worst min-delay path: a[3] / overflow / 2.73
==> per-layer routing <==
| layer | vias to the layer above | global-route usage [%] | part of all wire, % |
|---|---|---|---|
| met5 | - | 0 | 0 |
| met4 | 0 | 0 | 0 |
| met3 | 0 | 0.943 | 5.9 |
| met2 | 31 | 14.7 | 44 |
| met1 | 594 | 13.5 | 50 |
| li1 | 702 | - | - |
==> area by class of cell <==
| class | count | area [µm²] | share of cell area (%) |
|---|---|---|---|
| tap | 52 | 65.1 | 3.22 |
| timing repair buffer | 71 | 574 | 28.4 |
| multi-input combinational | 138 | 1290 | 64.0 |
| inverter | 21 | 88.8 | 4.39 |
==> timing repair <==
item                       CTS  global route
gates resized               48            22
buffers inserted             6             6
pin swaps                   24            24
setup endpoints to repair    9             8
==> power by group <==
| part | switching, µW | internal, µW | total, µW |
|---|---|---|---|
| registers | 0 | 0 | 0 |
| clock network | 0 | 0 | 0 |
| logic | 95.3 | 129 | 224 |
==> cell usage in the layout, fill, tap and decap left out, types with 5 or more instances in the layout <==
cell type / n
ha_1: 21
ha_4: 6
o21ai_0: 5
buf_4: 48
buf_6: 8
nor2b_1: 5
inv_1: 17
xnor2_1: 5
nor2_1: 11
nand2_1: 13
a21oi_1: 6
==> logic make-up (layout without fill, tap and decap cells) <==
group	after synthesis	count (layout)	synth area share [%]
AND/OR/NAND/NOR	53	53	23.9
AND-OR/OR-AND	38	38	20.9
adder cells (fa/ha/maj)	31	31	34.5
buffers and inverters	26	92	8.37
XOR/XNOR	10	10	7.23
multiplexers	6	6	5.17
==> worst max-delay path, cell delays in order <==
cell and delay (ns):
buf_6 0.10, or4_4 0.55, nor3_4 0.19, ha_1 0.26
o21a_1 0.12, o21ai_2 0.17, mux2i_1 0.24, inv_1 0.09
ha_4 0.28, o21ai_4 0.06, a21oi_4 0.16, a21oi_4 0.06
buf_4 0.14, mux2i_2 0.15, ha_1 0.34, nand4_1 0.10
o21bai_1 0.18, a21o_1 0.23, nor2_1 0.06, a21oi_1 0.14
ha_1 0.26, a211oi_2 0.17, o21bai_1 0.10, a31oi_1 0.17
o311a_1 0.26, ha_4 0.23, xnor2_2 0.11, buf_2 0.11
Power figures rest on the tool's default switching activity, not on a simulated workload.
